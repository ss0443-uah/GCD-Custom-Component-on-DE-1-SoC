--- flow/config.mk ---
export PLATFORM = sky130hd
export DESIGN_NAME = GcdCalculator32bit
export DESIGN_NICKNAME = GcdCalculator32bit
export VERILOG_FILES = /design/flow/design.v
export SDC_FILE = /design/flow/constraint.sdc
export NUM_CORES = 4
export LEC_CHECK = 1
export CORE_UTILIZATION = 30
--- flow/constraint.sdc ---
current_design GcdCalculator32bit

set clk_period 11.2
set clk_io_pct 0.2

create_clock -name clk0 -period $clk_period [get_ports {clock}]

set non_clock_inputs [all_inputs -no_clocks]
set_input_delay [expr $clk_period * $clk_io_pct] -clock clk0 $non_clock_inputs
set_output_delay [expr $clk_period * $clk_io_pct] -clock clk0 [all_outputs]
--- flow/design.v ---
module GcdCalculator32bit(
    input logic clock,
    input logic reset,
    input logic csr_read,
    input logic csr_write,
    input logic [1:0] csr_address,
    output logic [31:0] csr_readdata,
    input logic [31:0] csr_writedata
);
    logic [31:0] aReg, bReg, sReg;
    always_ff @(posedge clock)
    begin
        if (reset) begin
            sReg <= 1'b0;
            aReg <= 32'b0;
            bReg <= 32'b0;
        end
        else begin
            if (sReg) begin
                if (aReg > bReg) aReg <= aReg - bReg;
                else if (bReg > aReg) bReg <= bReg - aReg;
                else sReg <= 1'b0;
            end
            else if (csr_write) begin
                case(csr_address)
                    2'b01: aReg <= csr_writedata;
                    2'b10: begin
                        bReg <= csr_writedata;
                        sReg <= 1'b1;
                    end
                endcase
            end
            if (csr_read) begin
                case(csr_address)
                    2'b00: csr_readdata <= sReg;
                    2'b01: csr_readdata <= aReg;
                    2'b10: csr_readdata <= bReg;
                endcase
            end
        end
    end
endmodule
--- flow/run.sh ---
#!/bin/bash
# OpenROAD 26Q1-2900-gdf79404cd8, Yosys 0.63+post, stock flow scripts
make -C /OpenROAD-flow-scripts/flow DESIGN_CONFIG=/design/flow/config.mk WORK_HOME=/design/flow/orfs finish
==> flow_summary.yaml <==
# yosys + openroad results
finish:
  layout.cells.most_common: "nor2_1"
  syn_to_final_growth_pct: 13.7
  drive_above_1_share_pct: 7.59
  logic_area_mm2: 0.00532
  regArea_mm2: 0.00227
  fillers: 2778
  mostFrequentLayoutCells: "118 x nor2_1, 103 x a21oi_1, 82 x inv_1, 68 x clkdlybuf4s50_1, 67 x ha_1"
yosys:
  ys_seq_share_pct: 27.4
  ys.flops: 97
  ys_warn_count: 1
  top_cell_area_share_pct: 15.8
  syn_avg_cell_area_um2: 8.12
  ys_cells: 1015
  synth_chip_area_mm2: 0.00825
  synth-async-reset-ratio_pct: 0
  yosysTopAreaCell: "dfxtp_1"
  ff_type: "dfxtp_1"
  synth_cells: 1015
  synth_cell_type_count: 75
  area_leaders: "dfxtp_1 16%, edfxtp_1 12%, ha_1 10%, a21oi_1 6.3%, nor2_1 5.4%"
  synth_area_mm2: 0.00825
  edf_count: 32
route:
  dr.pass1.iters: 4
  vias: 7485
  diodes: 0
  ant_nets: 0
  drt_iter0_drc: 548
  wl_per_cell_um: 18.5
  totalWireLength_um: 25600
  via_per_inst: 5.42
  drc: 0
clock_network:
  cts_setup_buffers: 0
  cts_root_buffer: "clkbuf_16"
  clock.latency.late_pin_ns: 0.36
  htree_levels: 3
  cts_tree: "built"
  clk_pin_slew_ns: 0.08
  cts_buffer_depth: 2
  cts_resized: 0
  hold_buffers: 0
  cts_made_buffers: 9
  cts_num_sinks: 97
grt:
  grt_start_max_net_pins: 47
  grt.overflow.total: 0
  grt_pass1_vias: 7332
  grt_usage_pct: 18.8
  grt_pass1_wl_um: 40800
  grt_antenna_before_repair: 0
setup_path:
  cp.required_ns: 11.46
  crit_fanout: 33
  setup.worst_path.end_class: "flip-flop"
  path_class: "in -> reg"
  critPathArrivalTime_ns: 4.99
  start_kind: "input pin"
power_and_ir_drop:
  worst_ir_drop_vdd_mv: 0.0950
  p_leak_nw: 3.46
  p_int_uw: 942
  switching_share_pct: 47.0
  powerDensity_mw_per_mm2: 190
  combPwrFrac_pct: 58.4
  pwr-share-clk_pct: 17.5
  power_frac_seq_pct: 24.2
  p_switching_uw: 837
floorplanning:
  die-area_mm2: 0.0282
  fp_util_pct: 30.6
  die_x_um: 168
  die_y_um: 168
  core-area_mm2: 0.0270
  io_pins: 70
  rows: 60
sta:
  worst_slack_ns: 6.46
  setup_tns_ns: 0
  clock.fmax_ghz: 0.211
  post-route-period-util_pct: 42.3
  finClkSkew_ns: 0.00779
  final_max_slew_viol_count: 0
  rsz0062_at_grt: "no"
  hold_violations: 0
  relSlewSlack_pct: 40.1
  min_period_ns: 4.74
  finalSetupViolCount: 0
  worst_pin_slew_ns: 0.889
placement:
  place_ws_ns: 6.00
  port_buffers: 69
  dp_hpwl_um: 19100
  place_congestion: 0.958
job:
  warnings: 59
  drv_cap: 0
min_path:
  hold_path_class: "reg -> reg"
status:
  outcome: "finished clean"
-- power groups by stage --
stage / logic (mW) / registers, mW / clock network [mW]
6_report: 1.04 / 0.430 / 0.311
5_1_grt: 1.14 / 0.436 / 0.335
4_1_cts: 1.03 / 0.430 / 0.321
-- cells in the mapped netlist, types with 3 or more instances --
| master | count |
|---|---|
| o21a_1 | 13 |
| inv_1 | 82 |
| nor3_1 | 13 |
| a22oi_1 | 33 |
| o211ai_1 | 13 |
| or3_1 | 5 |
| xnor2_1 | 31 |
| a31o_2 | 3 |
| buf_4 | 9 |
| clkbuf_1 | 35 |
| dfxtp_1 | 65 |
| xor2_1 | 17 |
| a211oi_2 | 21 |
| a311oi_1 | 3 |
| o221ai_1 | 3 |
| nor2b_1 | 29 |
| buf_6 | 6 |
| nor2_1 | 118 |
| o21bai_1 | 10 |
| nand3_1 | 17 |
| a21boi_0 | 4 |
| nand4_4 | 3 |
| a221oi_1 | 3 |
| nand2b_1 | 9 |
| o31a_1 | 4 |
| or2_2 | 3 |
| o31ai_1 | 4 |
| a41oi_1 | 3 |
| ha_1 | 67 |
| a21o_1 | 16 |
| a21oi_1 | 103 |
| and2_1 | 5 |
| nand4_1 | 18 |
| a211oi_1 | 45 |
| o21ai_0 | 46 |
| buf_2 | 19 |
| nand2_1 | 44 |
| and3_1 | 5 |
| a31oi_1 | 7 |
| mux2i_1 | 9 |
| edfxtp_1 | 32 |
-- state kept, by name (all words and copies together), names as in the netlist --
register and cells:
aReg 32, csr_readdata 32, sReg 1, bReg 32
-- critical path, cell delays in order --
cell,delay [ns]
clkdlybuf4s50_1,0.46
inv_1,0.08
ha_1,0.13
buf_4,0.40
nand2_1,0.16
o41ai_2,0.10
o22a_2,0.59
buf_4,0.44
o21ai_0,0.14
o221a_1,0.23
-- through the flow --
step	std cells	hold slack, ns	util (%)	cell area [um^2]	power, mW
after global routing	1382	0.527	34.8	9380	1.91
after CTS	1382	0.513	34.8	9380	1.78
after detailed placement	1366	0.495	33.7	9090	1.46
after floorplan	1015	0.466	-	8250	1.20
after global placement	1366	0.485	33.7	9090	1.46
final	1382	0.511	34.8	9380	1.78
-- kinds of logic after synthesis --
group	count (synthesis)	share of synthesized area, %
DFF	97	27.4
AOI/OAI and AO/OA	358	30.6
buffers and inverters	152	8.16
adders and majority gates	69	10.7
muxes	10	1.23
xor gates and xnor gates	48	5.10
and+or+nand+nor	281	16.9
-- final timing paths --
path,startpoint,to,slack [ns],depth (start not counted)
min,aReg[5]$_SDFFE_PP0P_,aReg[5]$_SDFFE_PP0P_,0.51,2
min reg2reg,aReg[5]$_SDFFE_PP0P_,aReg[5]$_SDFFE_PP0P_,0.51,2
max reg2reg,bReg[0]$_SDFFE_PP0P_,bReg[24]$_SDFFE_PP0P_,7.17,12
max,csr_address[0],bReg[24]$_SDFFE_PP0P_,6.46,10
-- per-layer routing --
metal  vias to the layer above  track usage, %  wire [um]
met2                       171            30.5      11600
li1                       3703               -          -
met3                        24            2.44       1200
met1                      3587            27.8      12300
met5                         -               0          0
met4                         0            2.83        417
-- final cells by class --
class | instances | area share, %
Multi-Input combinational cell | 766 | 56.7
Sequential cell | 97 | 24.2
Timing Repair Buffer | 80 | 8.19
Tap cell | 341 | 4.55
Inverter | 82 | 3.28
Clock buffer | 10 | 2.55
Clock inverter | 6 | 0.534
Power is estimated from default activity; no workload was simulated.
