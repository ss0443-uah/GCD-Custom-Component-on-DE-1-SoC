### flow/run.sh
#!/bin/bash
# OpenROAD 26Q1-2900-gdf79404cd8, Yosys 0.63+post, stock flow scripts
make -C /OpenROAD-flow-scripts/flow DESIGN_CONFIG=/design/flow/config.mk WORK_HOME=/design/flow/orfs finish
### flow/config.mk
export PLATFORM = sky130hd
export DESIGN_NAME = GcdCalculator64bit
export DESIGN_NICKNAME = GcdCalculator64bit
export VERILOG_FILES = /design/flow/design.v
export SDC_FILE = /design/flow/constraint.sdc
export NUM_CORES = 4
export LEC_CHECK = 1
export CORE_UTILIZATION = 50
### flow/constraint.sdc
current_design GcdCalculator64bit

set clk_period 8.1
set clk_io_pct 0.2

create_clock -name clk0 -period $clk_period [get_ports {clock}]

set non_clock_inputs [all_inputs -no_clocks]
set_input_delay [expr $clk_period * $clk_io_pct] -clock clk0 $non_clock_inputs
set_output_delay [expr $clk_period * $clk_io_pct] -clock clk0 [all_outputs]
### flow/design.v
module GcdCalculator64bit(
    input logic clock,
    input logic reset,
    input logic csr_read,
    input logic csr_write,
    input logic [2:0] csr_address,
    output logic [31:0] csr_readdata,
    input logic [31:0] csr_writedata
);
    logic [31:0] sReg;
    logic [63:0] aReg, bReg;
    always_ff @(posedge clock)
    begin
        if (reset) begin
            sReg <= 1'b0;
            aReg <= 64'b0;
            bReg <= 64'b0;
        end
        else begin
            if (sReg) begin
                if (aReg > bReg) aReg <= aReg - bReg;
                else if (bReg > aReg) bReg <= bReg - aReg;
                else sReg <= 1'b0;
            end
           else if (csr_write) begin
                case(csr_address)
                    3'b001: aReg[31:0] <= csr_writedata;
                    3'b010: aReg[63:32] <= csr_writedata;
                    3'b011: bReg[31:0] <= csr_writedata;
                    3'b100: begin
                        bReg[63:32] <= csr_writedata;
                        sReg <= 1'b1; 
                    end
                endcase
            end
            if (csr_read) begin
                case(csr_address)
                    3'b000: csr_readdata <= sReg;
                    3'b001: csr_readdata <= aReg[31:0];
                    3'b010: csr_readdata <= aReg[63:32];
                    3'b011: csr_readdata <= bReg[31:0];
                    3'b100: csr_readdata <= bReg[63:32];
                endcase
            end
        end
    end
endmodule
==> impl_metrics.tcl <==
# yosys + openroad results
set metrics [dict create \
    vdd_ir_drop_max_uv 177.8 \
    clock_sink_count 161 \
    pre_cts_ws_ps 3627 \
    numCtsBuffers 17 \
    finalHoldViolCount 0 \
    tritoncts "done" \
    end_kind "flop" \
    final_critical_path_setup_slack_ps 3595 \
    avgSynthCellArea_um2 7.527 \
    top_usage_layer "met2" \
    insertion_delay_ps 440 \
    drt_first_iter_violations 1633 \
    n_antenna_cell 0 \
    timing.final.max_slew_violations 0 \
    fp.coreArea_um2 29800 \
    power_per_cell_area_nw_per_um2 265.8 \
    finalClockSkew_ps 10.95 \
    met2_usage 0.5658 \
    ios 71 \
    wp_data_required_ps 8400 \
    timing.max_slew.rel_slack 0.3706 \
    number_of_antenna_violations_at_the_first_check_in_global_routing 0 \
    grt_first_pass_wirelength_mm 87.81 \
    clk_pin_slew_worst_paths_ps 70 \
    worst-endpoint-arrival_ps 4810 \
    top_flip_flop_cell_by_instance_count_after_synthesis "dfxtp_1" \
    placement_rows 63 \
    grt_start_max_net_pins 139 \
    power.share.combinational 0.595 \
    cts_resized 0 \
    yosysWarningCount 1 \
    ctsLongestPathBuffers 2 \
    drt-pass1-iter-count 6 \
    timing.setup.tns_ps 0 \
    post_synth_num_cell_types 73 \
    ys_area_um2 15230 \
    clock_tree.htree_level_count 4 \
    worst_pin_slew_ps 934.2 \
    hpwlAfterDp_mm 44.81 \
    synth_cells 2023 \
    cp_max_fo 43 \
    lay_top_cells "301 x a21oi_1, 182 x nor2_1, 158 x inv_1, 128 x ha_1, 128 x dfxtp_1" \
    total_leakage_power_nw 6.663 \
    ys_seq_elements 161 \
    internal-power_mw 2.224 \
    mostFrequentLayoutCell "a21oi_1" \
    mappedNetlistArea_um2 15230 \
    timing.critical_path.from_type "flop" \
    finalSetupViolCount 0 \
    starting_density 0.5110 \
    die_area_um2 31160 \
    globalRouteMet3Util 0.1372 \
    status "complete, no violations" \
    fillCellCount 2837 \
    antenna_left 0 \
    number_of_global_route_vias_before_repair 14290 \
    grt.overflow.total 0 \
    dieWidth_um 176.5 \
    gr-usage-all-layers 0.3866 \
    vias 15190 \
    vias_per_std_cell 6.330 \
    finalClockPeriodUsage 0.5562 \
    p_switching_mw 2.164 \
    mean_routed_wirelength_per_cell_um 24.15 \
    fmax_mhz 222.0 \
    log.warning_count 91 \
    yosysSeqAreaShare 0.2327 \
    power_switching_share 0.4932 \
    finalWirelength_mm 57.94 \
    drive_gt1_frac 0.06371 \
    rsz0062_at_grt "false" \
    synthArstFlopShare 0 \
    area_delta_synth_final_pct 8.447 \
    clock-root-buffer "clkbuf_16" \
    post-cts-setup-buffers 0 \
    power.share.clock 0.185 \
    port_buffers 70 \
    cts_hold_buffers 0 \
    totalPowerFinal_mw 4.389 \
    met1_usage 0.5576 \
    hp-class "reg -> reg" \
    timing.max_cap.violations 0 \
    p_seq_frac 0.219 \
    drc 0 \
    dieHeight_um 176.5 \
    gp_congestion 1.052 \
    enable_flop_cells 32 \
    timing.setup.critical_path_class "reg -> reg" \
    layout.core_utilization 0.5542 \
    final_min_period_ps 4505 \
    ys_cells 2023 \
]
power groups by stage:
stage	clock [mW]	combinational, mW	sequential, mW
finish	0.814	2.61	0.962
global route	0.859	2.81	0.969
CTS	0.822	2.55	0.956
flip-flops by register name, indices dropped and copies added (netlist names):
register,cells
aReg,64
sReg,1
csr_readdata,32
bReg,64
synthesized netlist by cell type, drive strengths merged (3+ instances only):
| library cell | number | share of area |
|---|---|---|
| a211oi | 94 | 0.061 |
| a21boi | 10 | 0.0049 |
| a21o | 66 | 0.033 |
| a21oi | 302 | 0.10 |
| a221o | 5 | 0.0033 |
| a221oi | 6 | 0.0035 |
| a22oi | 63 | 0.031 |
| a31oi | 31 | 0.013 |
| and2 | 5 | 0.0021 |
| and3 | 7 | 0.0029 |
| and4 | 4 | 0.0023 |
| buf | 55 | 0.023 |
| clkbuf | 82 | 0.020 |
| dfxtp | 129 | 0.17 |
| edfxtp | 32 | 0.063 |
| ha | 128 | 0.11 |
| inv | 159 | 0.039 |
| mux2 | 4 | 0.0030 |
| mux2i | 10 | 0.0066 |
| nand2 | 120 | 0.030 |
| nand2b | 20 | 0.0082 |
| nand3 | 21 | 0.0069 |
| nand3b | 4 | 0.0020 |
| nand4 | 42 | 0.018 |
| nor2 | 183 | 0.045 |
| nor2b | 45 | 0.018 |
| nor3 | 21 | 0.0069 |
| nor3b | 4 | 0.0020 |
| nor4 | 3 | 0.0012 |
| o211ai | 10 | 0.0049 |
| o21a | 16 | 0.0079 |
| o21ai | 131 | 0.043 |
| o21bai | 47 | 0.023 |
| o221ai | 3 | 0.0017 |
| o31ai | 13 | 0.0085 |
| or2 | 6 | 0.0025 |
| or3 | 7 | 0.0029 |
| xnor2 | 66 | 0.038 |
| xor2 | 42 | 0.024 |
stage by stage:
stage | hold WS (ps) | area, µm² | instances
floorplan | 479.8 | 15230 | 2023
global placement | 508.1 | 15950 | 2367
detailed placement | 515.0 | 15950 | 2367
CTS | 524.5 | 16510 | 2399
global route | 537.3 | 16510 | 2399
finish | 528.9 | 16510 | 2399
final timing paths:
| check | slack [ps] | cells past startpoint | from | to |
|---|---|---|---|---|
| max | 3590 | 14 | aReg[13] | bReg[0] |
| min | 530 | 2 | bReg[9] | bReg[9] |
| max reg2reg | 3590 | 14 | aReg[13] | bReg[0] |
| min reg2reg | 530 | 2 | bReg[9] | bReg[9] |
critical path, cell delays in order, from the launching register on:
cell,delay (ps)
dfxtp_1,400
inv_1,60
ha_1,520
nand2_1,210
o21ai_1,300
a32oi_1,190
nand3_1,200
a21oi_1,280
o31ai_1,500
a21oi_1,270
o31ai_4,210
buf_4,320
buf_4,570
mux2i_1,250
nor2_1,50
kinds of logic after synthesis:
family,synth area share
and+or+nand+nor,0.1540
AOI/OAI and AO/OA,0.3515
muxes,0.009532
xor gates and xnor gates,0.06212
DFF,0.2327
adders and majority gates,0.1078
buffers and inverters,0.08233
final cells by class:
cell class | instances | area (µm²) | share of cell area
clock buffers | 20 | 436.7 | 0.02644
clock inverters | 12 | 126.4 | 0.007653
inverters | 160 | 600.6 | 0.03637
multi-input cells | 1565 | 10450 | 0.6326
flip-flops and latches | 161 | 3547 | 0.2148
well taps | 390 | 488.0 | 0.02955
repair buffers | 91 | 868.3 | 0.05258
routing by layer:
metal	vias up	share of wire
met5	-	0
met4	0	0.024
met3	87	0.11
met2	701	0.42
met1	7194	0.44
li1	7204	-
Power is estimated from default activity; no workload was simulated.
